--- ./run.sh ---
#!/bin/bash
# OpenROAD 26Q1-2900-gdf79404cd8, Yosys 0.63+post, stock flow scripts
make -C /OpenROAD-flow-scripts/flow DESIGN_CONFIG=/design/flow/config.mk WORK_HOME=/design/flow/orfs finish
--- ./config.mk ---
export PLATFORM = sky130hd
export DESIGN_NAME = INSTMEM
export DESIGN_NICKNAME = INSTMEM
export VERILOG_FILES = /design/flow/design.v
export SDC_FILE = /design/flow/constraint.sdc
export NUM_CORES = 4
export LEC_CHECK = 1
export CORE_AREA = 10 10 70 70
export DIE_AREA = 0 0 80 80
--- ./constraint.sdc ---
current_design INSTMEM

set clk_period 2.3
set clk_io_pct 0.2

create_clock -name clk0 -period $clk_period

set non_clock_inputs [all_inputs -no_clocks]
set_input_delay [expr $clk_period * $clk_io_pct] -clock clk0 $non_clock_inputs
set_output_delay [expr $clk_period * $clk_io_pct] -clock clk0 [all_outputs]
--- ./design.v ---
`timescale 1ns / 1ps
module INSTMEM(Addr,Inst); 
input[31:0]Addr;
output[31:0]Inst;
wire[31:0]Rom[31:0];
assign Rom[5'h00]=32'h20010008; 
assign Rom[5'h01]=32'h3402000C; 
assign Rom[5'h02]=32'h00221820; 
assign Rom[5'h03]=32'h00412022; 
assign Rom[5'h04]=32'h00222824; 
assign Rom[5'h05]=32'h00223025; 
assign Rom[5'h06]=32'h14220002; 
assign Rom[5'h07]=32'hXXXXXXXX;
assign Rom[5'h08]=32'hXXXXXXXX;
assign Rom[5'h09]=32'h10220002; 
assign Rom[5'h0A]=32'h0800000D; 
assign Rom[5'h0B]=32'hXXXXXXXX;
assign Rom[5'h0C]=32'hXXXXXXXX;
assign Rom[5'h0D]=32'hAD02000A; 
assign Rom[5'h0E]=32'h8D04000A; 
assign Rom[5'h0F]=32'h10440003; 
assign Rom[5'h10]=32'hXXXXXXXX;
assign Rom[5'h11]=32'hXXXXXXXX;
assign Rom[5'h12]=32'hXXXXXXXX;
assign Rom[5'h13]=32'h30470009; 
assign Rom[5'h14]=32'hXXXXXXXX;
assign Rom[5'h15]=32'hXXXXXXXX;
assign Rom[5'h16]=32'hXXXXXXXX;
assign Rom[5'h17]=32'hXXXXXXXX;
assign Rom[5'h18]=32'hXXXXXXXX;
assign Rom[5'h19]=32'hXXXXXXXX;
assign Rom[5'h1A]=32'hXXXXXXXX;
assign Rom[5'h1B]=32'hXXXXXXXX;
assign Rom[5'h1C]=32'hXXXXXXXX;
assign Rom[5'h1D]=32'hXXXXXXXX;
assign Rom[5'h1E]=32'hXXXXXXXX;
assign Rom[5'h1F]=32'hXXXXXXXX;
assign Inst=Rom[Addr[6:2]];
endmodule
==> Changelog: implementation <==
### Metrics

* Detailed router's first-iteration violation count at 8
* Area of all placed cells without fillers at 1012 um^2
* Lkg Pwr at 0.4757 nW
* Top cell type by total area after synthesis: buf_4
* Kind of end point of the critical path: output port
* Worst path arrival time at 1.79 ns
* Routed Wire Length at 2062 um
* Number of antenna violations at the first check in global routing at 0
* Crit Path Class: in -> out
* Fmax at 0.4443 GHz
* Antenna cell count at 0
* Number of detailed-route iterations in the first pass at 4
* Sequential area share after synthesis at 0%
* Area fraction of the dominant cell type after synthesis at 20.13%
* Die Span Y at 80 um
* Element type at the critical path start: input port
* Total I/O pin count at 64
* Total of fill cells in the finished design at 386
* Final cell count without fillers at 167
* Number of gates on the worst path with buffers counted at 6
* HPWL Detailed at 1516 um
* First-pass GRT wire length at 3180 um
* Remaining Overflow, GRT at 0
* Fraction of final layout cells sized beyond drive strength 1 at 39.67%
* Port Buffers at 24
* Area post-placement at 894.6 um^2
* Average routed wire per standard cell at 12.35 um
* Yosys Chip Area at 559.3 um^2
* Overall power of the completed layout at 0.0001567 W
* Count of vias placed by the detailed router at 681
* Cell-by-cell listing of the critical path: clkdlybuf4s15_2 -> buf_6 -> and2b_2 -> buf_4 -> o21ba_2 -> clkdlybuf4s50_1
* Number of hold-slack violations in the final timing report at 0
* Via density per instance at 4.078
* Count of yosys warnings during synthesis at 1
* Avg Cell Area, Syn at 6.821 um^2
* Max Fanout on Critical Path at 7
* Cell count after placement at 162
* Count of clock-net buffers in the final layout at 0
* Num rows at 21
* Kind of cell adding the most delay to the critical path: buffers and inverters
* Flop count at 0
* Netlist cell types at 40
* Number of cells on the worst hold path at 4
* Combined flip-flop and latch cell area at 0 um^2
* Worst IR drop on VDD at 0.05940 mV
* Combinational gate area at 514.2 um^2
* Area enclosed by the die boundary at 6400 um^2
* Origin of the worst min-delay path: Addr[6]
* Count of buffering cells on the critical path with inverters included at 4
* GR Util All Layers at 5.866%
* Max-cap check violation count at 0
* End point of the worst hold path: Inst[27]
* Drt drc at 0
* Antenna Violating Nets Remaining at 0
* Stage-log warning count at 59
* Power density over cell area at 154.8 nW/um^2
* Signed area change from the synthesized netlist to the final layout at 80.98%
* Count of instantiated cells in the yosys netlist at 82
* Final min period at 2.251 ns
* Die width at 80 um
* Core footprint at 3416 um^2
* Top area cell types: buf_4 (20%), nor3_1 (5.4%), a21oi_1 (4.5%), buf_6 (4.0%), nand3b_1 (4.0%)
* Total setup violations reported at the end of the flow at 0
* Gpl congestion at 0.7703
* Slowest cell on the critical path: clkdlybuf4s50_1
* Worst min-delay path category: in -> out
* Via count of the first global-routing pass at 678
* Post-Synthesis Cell Area at 559.3 um^2
* Slowest Stage Delay on Critical Path at 0.41 ns
* Count of mapped cells out of synthesis at 82
* Core Util at FP at 16.37%
* Final hold slack at 1.492 ns
* Share of the core filled with cells in the final layout at 29.63%
* Number of pins with negative max-slew slack in the final report at 0
* Run status: completed
* Critical Path RT at 1.84 ns
* Share of the cycle needed by the critical path after routing at 97.87%
* Maximum number of pins on one net before global-route repair at 13
## layout make-up
type / instances / share of cell area (%)
multi-input cells: 72 / 50.80
repair buffers: 49 / 43.51
well taps: 46 / 5.686
## synthesized netlist by cell type, drive strengths merged (2+ instances only)
cell type  instances
buf               20
nor3               6
a21oi              5
nand2              4
nand3              4
nand2b             3
nand3b             3
nor2               3
nor2b              3
xnor2              3
a211o              2
a211oi             2
a21o               2
and2b              2
clkbuf             2
nor3b              2
nor4               2
o21ai              2
## worst max path at each step
stage | end | slack (ns) | from
6_report | Inst[31] | 0.05 | Addr[3]
5_1_grt | Inst[29] | -0.01 | Addr[4]
4_1_cts | Inst[16] | 0.0004 | Addr[5]
## placed cells by master (no fill, tap or decap), types with 2 or more instances in the layout
master,synthesis,routed
a21o_1,2,2
nor2_1,3,2
a211oi_2,0,2
nand3b_1,3,3
nor4_2,1,2
nand2b_1,3,3
dlymetal6s2s_1,0,5
clkbuf_2,1,2
nand2_1,4,4
nor3_1,6,6
buf_6,2,4
clkdlybuf4s15_2,0,3
a21oi_2,0,2
clkdlybuf4s50_1,0,9
a21oi_1,5,3
xnor2_1,2,2
a211o_1,2,2
dlygate4sd2_1,0,5
buf_4,15,20
nor2b_4,0,3
conb_1,1,13
nand3_1,4,4
## metrics by stage
stage	setup WS, ns	setup TNS [ns]
2_1_floorplan	0.7410	0
3_3_place_gp	-0.3242	-4.665
3_5_place_dp	-0.3381	-4.819
4_1_cts	0.0003569	0
5_1_grt	-0.01127	-0.01127
6_report	0.04907	0
## kinds of logic after synthesis
family,share of synthesized area (%)
AND-OR/OR-AND,25.28
other,0.6705
buffers and inverters,28.19
XOR/XNOR,6.042
AND/OR/NAND/NOR,39.82
## routing by layer
layer  part of all wire (%)  up-vias  track usage, %
met1                     46      309           7.520
met4                      0        0               0
li1                       -      346               -
met2                     48       26           10.19
met5                      0        -               0
met3                    5.9        0           1.477
## repair_timing
action	CTS	global route
hold buffers	0	0
hold endpoints to repair	0	0
gates resized	27	18
endpoints found under the setup margin	19	10
buffers inserted	3	0
cloned	2	0
pin swaps	6	5
## report_power, final
part           total [W]  switching, W  internal, W
Clock                  0             0            0
Sequential             0             0            0
Combinational   0.000157     0.0000658    0.0000908
Total           0.000157     0.0000658    0.0000908
Power and IR drop assume default switching activity.
