===== run.sh =====
#!/bin/bash
# OpenROAD 26Q1-2900-gdf79404cd8, Yosys 0.63+post, stock flow scripts
make -C /OpenROAD-flow-scripts/flow DESIGN_CONFIG=/design/flow/config.mk WORK_HOME=/design/flow/orfs finish

===== config.mk =====
export PLATFORM = sky130hd
export DESIGN_NAME = ADDSUB_32
export DESIGN_NICKNAME = ADDSUB_32
export VERILOG_FILES = /design/flow/design.v
export SDC_FILE = /design/flow/constraint.sdc
export NUM_CORES = 4
export LEC_CHECK = 1
export CORE_UTILIZATION = 30

===== constraint.sdc =====
current_design ADDSUB_32

set clk_period 10.4
set clk_io_pct 0.2

create_clock -name clk0 -period $clk_period

set non_clock_inputs [all_inputs -no_clocks]
set_input_delay [expr $clk_period * $clk_io_pct] -clock clk0 $non_clock_inputs
set_output_delay [expr $clk_period * $clk_io_pct] -clock clk0 [all_outputs]

===== design.v =====
`timescale 1ns / 1ps
module ADDSUB_32(X, Y, Sub, S, Cout);
    input [31:0] X;
    input [31:0] Y; 
    input Sub;
    output [31:0] S;
    output Cout;
    CLA_32 adder0 (X, Y^{32{Sub}}, Sub, S, Cout);  
endmodule
module CLA_32(X, Y, Cin, S, Cout);
input [31:0] X, Y; 
input Cin;   
output [31:0] S;
output Cout;
wire Cout0, Cout1, Cout2, Cout3, Cout4, Cout5, Cout6;    
CLA_4 add0 (X[3:0], Y[3:0], Cin, S[3:0], Cout0);
CLA_4 add1 (X[7:4], Y[7:4], Cout0, S[7:4], Cout1);
CLA_4 add2 (X[11:8], Y[11:8], Cout1, S[11:8], Cout2);
CLA_4 add3 (X[15:12], Y[15:12], Cout2, S[15:12], Cout3);
CLA_4 add4 (X[19:16], Y[19:16], Cout3, S[19:16], Cout4);
CLA_4 add5 (X[23:20], Y[23:20], Cout4, S[23:20], Cout5);
CLA_4 add6 (X[27:24], Y[27:24], Cout5, S[27:24], Cout6);
CLA_4 add7 (X[31:28], Y[31:28], Cout6, S[31:28], Cout);
endmodule 
module CLA_4(X, Y, Cin, S, Cout);
input [3:0] X;
input [3:0] Y;
input Cin;
output [3:0] S;
output Cout;
and get_0_0_0(tmp_0_0_0, X[0], Y[0]);
or get_0_0_1(tmp_0_0_1, X[0], Y[0]);
and get_0_1_0(tmp_0_1_0, X[1], Y[1]);
or get_0_1_1(tmp_0_1_1, X[1], Y[1]);
and get_0_2_0(tmp_0_2_0, X[2], Y[2]);
or get_0_2_1(tmp_0_2_1, X[2], Y[2]);
and get_0_3_0(tmp_0_3_0, X[3], Y[3]);
or get_0_3_1(tmp_0_3_1, X[3], Y[3]);
and get_1_0_0(tmp_1_0_0, ~tmp_0_0_0, tmp_0_0_1);
xor getS0(S0, tmp_1_0_0, Cin);
and get_1_1_0(tmp_1_1_0, ~tmp_0_1_0, tmp_0_1_1);
not get_1_1_1(tmp_1_1_1, tmp_0_0_0);
nand get_1_1_2(tmp_1_1_2, Cin, tmp_0_0_1);
nand get_2_0_0(tmp_2_0_0, tmp_1_1_1, tmp_1_1_2);
xor getS1(S1, tmp_1_1_0, tmp_2_0_0);
and get_1_2_0(tmp_1_2_0, ~tmp_0_2_0, tmp_0_2_1);
not get_1_2_1(tmp_1_2_1, tmp_0_1_0);
nand get_1_2_2(tmp_1_2_2, tmp_0_1_1, tmp_0_0_0);
nand get_1_2_3(tmp_1_2_3, tmp_0_1_1, tmp_0_0_1, Cin);
nand get_2_1_0(tmp_2_1_0, tmp_1_2_1, tmp_1_2_2, tmp_1_2_3);
xor getS2(S2, tmp_1_2_0, tmp_2_1_0);
and get_1_3_0(tmp_1_3_0, ~tmp_0_3_0, tmp_0_3_1);
not get_1_3_1(tmp_1_3_1, tmp_0_2_0);
nand get_1_3_2(tmp_1_3_2, tmp_0_2_1, tmp_0_1_0);
nand get_1_3_3(tmp_1_3_3, tmp_0_2_1, tmp_0_1_1, tmp_0_0_0);
nand get_1_3_4(tmp_1_3_4, tmp_0_2_1, tmp_0_1_1, tmp_0_0_1, Cin);
nand get_2_2_0(tmp_2_2_0, tmp_1_3_1, tmp_1_3_2, tmp_1_3_3, tmp_1_3_4);
xor getS3(S3, tmp_1_3_0, tmp_2_2_0);
not get_1_4_0(tmp_1_4_0, tmp_0_3_0);
nand get_1_4_1(tmp_1_4_1, tmp_0_3_1, tmp_0_2_0);
nand get_1_4_2(tmp_1_4_2, tmp_0_3_1, tmp_0_2_1, tmp_0_1_0);
nand get_1_4_3(tmp_1_4_3, tmp_0_3_1, tmp_0_2_1, tmp_0_1_1, tmp_0_0_0);
nand get_1_4_4(tmp_1_4_4, tmp_0_3_1, tmp_0_2_1, tmp_0_1_1, tmp_0_0_1, Cin);
nand getCout(Cout, tmp_1_4_0, tmp_1_4_1, tmp_1_4_2, tmp_1_4_3,tmp_1_4_4);
assign S = {S3,S2,S1,S0};
endmodule

==> out/qor.yml <==
run_status:
  outcome: "completed"
setup_path:
  startpoint: "Sub"
  critPathMaxStageDelay_ps: 630
  cp_max_fo: 35
  cp.required_ps: 8320
  worstPathArrival_ps: 5620
  cpLargestDelayFamily: "buffers and inverters"
  critical_path_class: "in2out"
  end_kind: "primary output"
  critical_path_buf_inv_count: 5
  critPathSlowestCell: "a221oi_1"
  path_cells: "buf_2, buf_4, xor2_1, inv_1, ha_1, inv_1, a21oi_1, o21bai_1, a221oi_1, nand2_2, nor2_1, o21bai_1, fa_1, xor2_1, clkdlybuf4s50_1"
  start_kind: "input port"
cts:
  post-cts-setup-buffer-count: 0
  holdBufCountCts: 0
  cts-resized-gates: 0
grt:
  grt_max_degree: 36
  gr-total-overflow: 0
  antenna_found_initial: 0
  grt_util_all_layers_pct: 11.7
  grt_pass1_vias: 2240
  grt_first_pass_wirelength_um: 9430
die:
  initCoreUtil_pct: 31.2
  num_rows: 34
  die.size.y_um: 97.7
  core_sq_um: 8810
  chipArea_sq_um: 9540
  die_x_um: 97.7
  io_pins: 98
finish:
  lay_top_cells: "clkdlybuf4s50_1, inv_1, ha_1"
  n_clock_buffer: 0
  flop_area_sq_um: 0
  syn_to_final_growth_pct: 31.2
  final_cells: 535
  seq_cells: 0
  drive_above_1_share_pct: 3.04
  final_common_cell: "clkdlybuf4s50_1"
placement:
  placed_cells: 535
  port_buffers: 98
  hpwlAfterDp_um: 4870
  gp_congestion: 0.890
  post-place-ws_ps: 2680
timing:
  fin_crit_ps: 7700
  layout_setup_ws_ps: 2700
  drv_slew: 0
  min_period_over_period_pct: 74.0
  fmax_mhz: 130
  tightest_slew_ps: 676
  whs_ps: 5180
  setup_viol: 0
  setup_tns_ps: 0
  slew_headroom_pct: 55.0
  finalHoldViolations: 0
  rsz0062_at_grt: "false"
synthesis:
  area_leaders: "ha_1, xor2_1, inv_1"
  avgSynthCellArea_sq_um: 7.54
  ys_seq_share_pct: 0
  ys_cells: 364
  yosys.area.top_type: "ha_1"
  yosys_warnings: 33
  netlist_area_sq_um: 2750
  syn_inst: 364
  synth_top_area_share_pct: 29.2
  ys_area_sq_um: 2750
  yosysUniqueCellTypes: 42
route:
  vias: 2284
  vias_per_cell: 4.27
  drtIter0Drc: 71
  firstDrtPassIters: 21
  ant_nets: 0
  antenna_cells: 0
  drc_errors: 0
  wl_per_cell_um: 10.2
  wirelength_um: 5460
job:
  cap_violations: 0
  openroad.warnings: 71
hold_path:
  hold_start: "Sub"
  worst_hold_path.endpoint: "S[0]"
  hold_depth: 4
  hold_class: "in2out"
power:
  total_leakage_power_nw: 1.80
  ir_drop_mv: 0.0240
  p_per_area_nw_per_um2: 70.1
[cell families (layout without fill, tap and decap cells)]
family	after synthesis	in the layout	share of synthesized area, %
AND-OR/OR-AND	56	56	14.4
multiplexers	3	3	1.09
XOR/XNOR	54	54	17.2
adder cells (fa/ha/maj)	71	71	34.3
buffers and inverters	121	184	21.2
AND/OR/NAND/NOR	59	59	11.8
[per-layer routing]
| layer | track usage [%] | vias to the layer above | routed length (um) |
|---|---|---|---|
| met3 | 0.512 | 0 | 181 |
| li1 | - | 1234 | - |
| met2 | 22.2 | 48 | 2770 |
| met4 | 0 | 0 | 0 |
| met1 | 15.6 | 1002 | 2510 |
| met5 | 0 | - | 0 |
[metrics by stage]
| stage | area, sq um | util (%) | power [mW] |
|---|---|---|---|
| 2_1_floorplan | 2750 | - | 0.176 |
| 3_3_place_gp | 3600 | 40.9 | 0.255 |
| 3_5_place_dp | 3600 | 40.9 | 0.255 |
| 4_1_cts | 3600 | 40.9 | 0.258 |
| 5_1_grt | 3600 | 40.9 | 0.285 |
| 6_report | 3600 | 40.9 | 0.252 |
[worst max-delay path by stage]
stage / endpoint / cells past startpoint
finish: S[29] / 15
global route: S[29] / 14
CTS: S[29] / 14
[report_power, final]
part	switching [mW]	internal (mW)	leakage [nW]
combinational	0.0984	0.154	1.80
clock	0	0	0
sequential	0	0	0
[Yosys cell counts (all sizes together)]
cell type,instances
or2,1
a211oi,5
nor3b,3
a21boi,1
o2bb2ai,1
nor4,4
o21ba,1
a21oi,20
clkbuf,3
o311ai,1
inv,85
nor2b,5
o211ai,2
mux2i,3
o21a,1
or3,1
o21bai,5
ha,64
buf,33
o31ai,5
and2,3
nand3,4
nor2,19
a31oi,6
and4,1
a21o,1
a221oi,2
xor2,45
nand2b,4
xnor2,9
nor3,4
nand2,10
o21ai,5
fa,7
[area by class of cell]
| cell class | instances | area (sq um) |
|---|---|---|
| repair buffers | 99 | 983 |
| fillers | 866 | 5200 |
| multi-input cells | 243 | 2160 |
| inverters | 85 | 319 |
| well taps | 108 | 135 |
Power is estimated from default activity; no workload was simulated.
