[design/flow/config.mk]
export PLATFORM = sky130hd
export DESIGN_NAME = DATAMEM
export DESIGN_NICKNAME = DATAMEM
export VERILOG_FILES = /design/flow/design.v
export SDC_FILE = /design/flow/constraint.sdc
export NUM_CORES = 4
export LEC_CHECK = 1
export CORE_UTILIZATION = 30
[design/flow/constraint.sdc]
current_design DATAMEM

set clk_period 5.5
set clk_io_pct 0.2

create_clock -name clk0 -period $clk_period [get_ports {Clk}]

set non_clock_inputs [all_inputs -no_clocks]
set_input_delay [expr $clk_period * $clk_io_pct] -clock clk0 $non_clock_inputs
set_output_delay [expr $clk_period * $clk_io_pct] -clock clk0 [all_outputs]
[design/flow/design.v]
`timescale 1ns / 1ps
module DATAMEM(Addr,Din,Clk,We,Dout);
input[31:0]Addr,Din;
input Clk,We;
output[31:0]Dout;
reg[31:0]Ram[31:0];
assign Dout=Ram[Addr[6:2]];
always@(posedge Clk)begin
if(We)Ram[Addr[6:2]]<=Din;
end
integer i;
initial begin
for(i=0;i<32;i=i+1)
Ram[i]=0;
end
endmodule
[design/flow/run.sh]
#!/bin/bash
# OpenROAD 26Q1-2900-gdf79404cd8, Yosys 0.63+post, stock flow scripts
make -C /OpenROAD-flow-scripts/flow DESIGN_CONFIG=/design/flow/config.mk WORK_HOME=/design/flow/orfs finish
==> results.toml <==
# flow metrics
[yosys]
number_of_synthesized_flops_with_an_enable_pin = 1024
ff_type = "sky130_fd_sc_hd__edfxtp_1"
yosys.area_share.simple_pct = 2.30
synth.avg_cell_area_um2 = 18.8
chip_area_in_the_yosys_report_um2 = 39100
synth-warning-count = 1
topCellsByArea = "sky130_fd_sc_hd__edfxtp_1, sky130_fd_sc_hd__mux2i_1, sky130_fd_sc_hd__o22ai_1"
post_synth_fa_ha_maj_area_fraction_pct = 0
ys_cells = 2075
synth_async_sr_flop_share_pct = 0
synth_cell_type_count = 22
post_synth_aoi_oai_area_pct = 4.10
netlist_instances = 2075
top_area_cell = "sky130_fd_sc_hd__edfxtp_1"
post_synth_mux_area_share_pct = 13.1
area_fraction_in_xor_and_xnor_cells_pct = 0
yosys.cell_count.top_type = "sky130_fd_sc_hd__edfxtp_1"
synthTopCellsByCount = "sky130_fd_sc_hd__edfxtp_1, sky130_fd_sc_hd__mux2i_1, sky130_fd_sc_hd__o22ai_1"
post-synth-top-area-fraction_pct = 78.6
yosys_register_bits = 1024
post_synth_main_logic_family = "multiplexers"
synth-seq-area-share_pct = 78.6
netlist_area_um2 = 39100

[final_timing]
final_hold_slack_ns = 1.27
highest_clock_rate_mhz = 192
tmin_final_ns = 5.20
timing_worst_slew_pin_value_ns = 0.958
timing.final.setup_violations = 0
period_used_pct = 94.6
grt_setup_unrepaired = "no"
max_slew_violation_total_from_the_final_report = 0
tns_ns = 0
report.final.hold_viol_count = 0
timing.slew.headroom_pct = 36.0

[cells_and_area]
share_of_the_core_filled_with_cells_in_the_final_layout_pct = 35.6
multiInputGateArea_um2 = 7960
n_fill_cell = 11800
ff_latch_area_um2 = 30700
flow.area_growth_from_synthesis_pct = 17.8
largest_reg_flops = 1024
proportion_of_layout_cells_with_a_drive_suffix_above_1_pct = 13.2

[pwr]
vdd_ir_drop_max_mv = 0.223
clockPowerShare_pct = 40.0
power.share.combinational_pct = 5.1
p_seq_share_pct = 54.9
static-leakage-power_uw = 0.0155
power.share.switching_pct = 20.6
cellPowerDensity_nw_per_um2 = 344
design_internal_power_uw = 12600
switchingPower_uw = 3260

[worst_setup_path]
path_class = "input port to primary output"
worst_setup_path_end_kind = "primary output"
start_kind = "input port"
critPathRequiredTime_ns = 4.40
timing.critical_path.arrival_ns = 4.10
timing.critical_path.fanout_max = 16

[floorplan]
die_h_um = 363
initial_core_util_pct = 30.2
core_region_area_um2 = 129000
die-width_um = 363
number_of_placement_rows = 132
chip_area_um2 = 132000
io-pin-count = 98

[cts]
h-tree-depth = 3
post_cts.repair.setup_buffers = 0
cts_made_buffers = 96
postCtsHoldBufs = 0
post_cts_resized = 0
clk_pin_slew_worst_paths_ns = 0.06
cts_max_path_buffers = 3
root_buffer = "sky130_fd_sc_hd__clkbuf_16"
tritoncts = "yes"
clock_sink_count = 1024

[route]
route.detailed.drc = 0
detailedRoute.firstPassIterationCount = 4
drtIter0Drc = 1109
antennaDiodeCount = 0
num_vias = 20100
drt.antenna.violating_nets = 0
drt-wirelength-per-cell_um = 24.1
detail_route.wirelength_mm = 98.0
avgViaCountPerCell = 4.92

[global_routing]
grt_pass1_vias = 21300
grt_pass1_wl_mm = 141
grt_max_degree = 69
grt_antenna_before_repair = 3
gr-total-overflow = 0
grt.total_usage_pct = 15.8

[flow_run]
warnings = 53
cap_viol_max_count = 0

[placed_design]
io_buffer_count = 70
finalWeightedCongestion = 0.824
hpwl_mm = 56.6

[min_path]
worst_hold_path_type = "input port to register"

[run_status]
run_status = "finished clean"
==> per-stage QoR <==
step	power [µW]	instance area, µm²	setup WS (ns)	std cells
6_report	15900	46100	0.297	4074
4_1_cts	16000	46100	0.269	4074
3_3_place_gp	9680	43100	0.276	3899
5_1_grt	16300	46100	0.0670	4074
3_5_place_dp	9700	43100	0.262	3899
2_1_floorplan	9240	39100	0.731	2075
==> cell usage in the layout (no fill, tap or decap), types with 29 or more instances in the layout <==
cell type                         count
sky130_fd_sc_hd__clkbuf_1            29
sky130_fd_sc_hd__clkdlybuf4s50_1     69
sky130_fd_sc_hd__buf_12              35
sky130_fd_sc_hd__o22ai_1            256
sky130_fd_sc_hd__mux2i_1            512
sky130_fd_sc_hd__edfxtp_1          1024
sky130_fd_sc_hd__nand2_1             34
sky130_fd_sc_hd__buf_4              103
sky130_fd_sc_hd__clkbuf_16           97
sky130_fd_sc_hd__nor4_1              64
==> layer usage <==
metal  routed length, µm  part of all wire (%)  vias up  track usage [%]
met1               31800                    32     9836             16.3
met5                 118                  0.12        -            0.581
met2               47800                    49     1239             25.5
li1                    -                     -     8838                -
met3               16200                    17      137             12.5
met4                1990                   2.0        8             2.74
==> worst max-delay path: stages <==
cell and delay (ns):
sky130_fd_sc_hd__clkdlybuf4s50_1 0.66, sky130_fd_sc_hd__buf_4 0.30, sky130_fd_sc_hd__or4b_4 0.71, sky130_fd_sc_hd__buf_4 0.27, sky130_fd_sc_hd__o22ai_1 0.20, sky130_fd_sc_hd__nor4_1 0.09, sky130_fd_sc_hd__nand2_1 0.22, sky130_fd_sc_hd__clkdlybuf4s50_1 0.52
==> power groups by stage <==
stage | clock, µW | sequential, µW | combinational (µW)
after CTS | 6450 | 8700 | 836
after global routing | 6740 | 8700 | 885
final | 6340 | 8700 | 814
==> cell type report <==
class	instances	area share, %
Clock buffer	126	5.50
Clock inverter	49	1.03
Multi-Input combinational cell	925	17.3
Sequential cell	1024	66.7
Tap cell	1742	4.73
Timing Repair Buffer	208	4.73
==> path summary, 6_finish.rpt <==
kind                    start          end  depth (start not counted)
worst min-delay path  Din[20]  Ram[10][20]                          2
worst max-delay path  Addr[5]     Dout[11]                          8
==> cell families (layout without fill, tap and decap cells) <==
logic type / count (synthesis) / count (layout)
AOI/OAI and AO/OA: 256 / 256
buffers and inverters: 126 / 383
DFF: 1024 / 1024
muxes: 512 / 512
and+or+nand+nor: 157 / 157
No activity file was given, so power comes from the tool's default toggle rates.
